==> /design/flow/design.v <==
module geofence ( clk,reset,X,Y,valid,is_inside);
input clk;
input reset;
input [9:0] X;
input [9:0] Y;
output valid;
output is_inside;
reg [3:0]cur_st,nex_st;
reg [3:0]counter_7_read;
reg [3:0]counter_5_site;
reg [2:0]counter_pos;
reg [2:0]counter_neg;
reg [1:0]counter_4;
reg [2:0]counter_6_judge;
reg [2:0]judge_ans;
reg curve_ans;
reg [2:0]right_place;
reg [9:0]out_x[5:0];
reg [9:0]out_y[5:0];
reg [9:0]right_x[5:0];
reg [9:0]right_y[5:0];
reg [9:0]dot_x;
reg [9:0]dot_y;
reg [9:0]first_temp_x;
reg [9:0]first_temp_y;
reg [9:0]end_temp_x;
reg [9:0]end_temp_y;
reg [9:0]temp_x;
reg [9:0]temp_y;
parameter IDLE=4'd0,READ=4'd1,CAL=4'd2,SITE=4'd3,MOVE=4'd4,JUDGE=4'd5,OUTPUT=4'd6;
assign is_inside=((judge_ans==6)||(judge_ans==0))?1:0;
assign valid=(cur_st==OUTPUT)?1:0;
always @(posedge clk or posedge reset) begin
    if(reset)
        cur_st<=IDLE;
    else
        cur_st<=nex_st;
end
always @(*) begin
    case(cur_st)
        IDLE:nex_st=READ;
        READ:nex_st=(counter_7_read==7)?CAL:READ;
        CAL:nex_st=(counter_4==3)?SITE:CAL;
        SITE:nex_st=MOVE;
        MOVE:nex_st=(counter_5_site==5)?JUDGE:CAL;
        JUDGE:nex_st=(counter_6_judge==5)?OUTPUT:JUDGE;
        OUTPUT:nex_st=IDLE;
        default:nex_st=IDLE;
    endcase
end
always @(posedge clk) begin
    if(reset)
        counter_7_read<=0;
    else if(cur_st==READ)
        counter_7_read<=counter_7_read+1;
    else if(cur_st==CAL)
        counter_7_read<=0;
end
always @(posedge clk) begin
    if(reset)
        counter_4<=0;
    else if(cur_st==CAL)
        counter_4<=counter_4+1;
    else 
        counter_4<=0;
end
always @(*) begin
    case(counter_5_site)
    0:begin
        case(counter_4)
        0:begin
            temp_x=out_x[2];
            temp_y=out_y[2];
        end
        1:begin
            temp_x=out_x[3];
            temp_y=out_y[3];
        end
        2:begin
            temp_x=out_x[4];
            temp_y=out_y[4];
        end
        3:begin
            temp_x=out_x[5];
            temp_y=out_y[5];
        end
        endcase
    end
    1:begin
        case(counter_4)
        0:begin
            temp_x=out_x[1];
            temp_y=out_y[1];
        end
        1:begin
            temp_x=out_x[3];
            temp_y=out_y[3];
        end
        2:begin
            temp_x=out_x[4];
            temp_y=out_y[4];
        end
        3:begin
            temp_x=out_x[5];
            temp_y=out_y[5];
        end
        endcase
    end
    2:begin
        case(counter_4)
        0:begin
            temp_x=out_x[1];
            temp_y=out_y[1];
        end
        1:begin
            temp_x=out_x[2];
            temp_y=out_y[2];
        end
        2:begin
            temp_x=out_x[4];
            temp_y=out_y[4];
        end
        3:begin
            temp_x=out_x[5];
            temp_y=out_y[5];
        end
        endcase
    end
    3:begin
        case(counter_4)
        0:begin
            temp_x=out_x[1];
            temp_y=out_y[1];
        end
        1:begin
            temp_x=out_x[2];
            temp_y=out_y[2];
        end
        2:begin
            temp_x=out_x[3];
            temp_y=out_y[3];
        end
        3:begin
            temp_x=out_x[5];
            temp_y=out_y[5];
        end
        endcase
    end
    4:begin
        case(counter_4)
        0:begin
            temp_x=out_x[1];
            temp_y=out_y[1];
        end
        1:begin
            temp_x=out_x[2];
            temp_y=out_y[2];
        end
        2:begin
            temp_x=out_x[3];
            temp_y=out_y[3];
        end
        3:begin
            temp_x=out_x[4];
            temp_y=out_y[4];
        end
        endcase
    end
    default:begin
        temp_x=0;
        temp_y=0;
    end
    endcase
end
always @(posedge clk) begin
    if(reset)begin
        dot_x<=0;
        dot_y<=0;
    end
    else if(cur_st==IDLE)
        if(counter_7_read==0)begin
            dot_x<=X;
            dot_y<=Y;
        end
end
always @(posedge clk) begin
    if(cur_st==READ)begin
        case(counter_7_read)
        0:out_x[0]<=X;
        1:out_x[1]<=X;
        2:out_x[2]<=X;
        3:out_x[3]<=X;
        4:out_x[4]<=X;
        5:out_x[5]<=X;
        endcase
    end
end
always @(posedge clk) begin
    if(cur_st==READ)begin
        case(counter_7_read)
        0:out_y[0]<=Y;
        1:out_y[1]<=Y;
        2:out_y[2]<=Y;
        3:out_y[3]<=Y;
        4:out_y[4]<=Y;
        5:out_y[5]<=Y;
        endcase
    end
end
always @(posedge clk) begin
    if(reset)
    counter_pos<=0;
    else if(cur_st==CAL)begin
        if(curve_ans==1) 
        counter_pos<=counter_pos+1;
    end
    else if(cur_st==MOVE)
        counter_pos<=0;
end
always @(posedge clk) begin
    if(reset)
    counter_neg<=0;
    else if(cur_st==CAL)begin
        if(curve_ans==0)
        counter_neg<=counter_neg+1;
    end
    else if(cur_st==MOVE)
        counter_neg<=0;
end
always @(posedge clk) begin
    if(reset)
        counter_5_site<=0;
    else if(counter_4==3)
        counter_5_site<=counter_5_site+1;
    else if(cur_st==JUDGE)
        counter_5_site<=0;
end
always @(posedge clk) begin
    if(cur_st==SITE)
        case (counter_pos)
            3'b100: right_place<=5;
            3'b011: right_place<=4;
            3'b010: right_place<=3;
            3'b001: right_place<=2;
            3'b000: right_place<=1;
            default: right_place<=0;
        endcase
end
always @(posedge clk) begin
    if(cur_st==CAL)
    right_x[0]<=out_x[0];
    else if(cur_st==MOVE)begin
        case(right_place)
        1:right_x[1]<=out_x[counter_5_site];
        2:right_x[2]<=out_x[counter_5_site];
        3:right_x[3]<=out_x[counter_5_site];
        4:right_x[4]<=out_x[counter_5_site];
        5:right_x[5]<=out_x[counter_5_site];
        default:right_x[0]<=out_x[0];
    endcase
    end
end
always @(posedge clk) begin
    if(cur_st==CAL)
    right_y[0]<=out_y[0];
    if(cur_st==MOVE)begin
        case(right_place)
        1:right_y[1]<=out_y[counter_5_site];
        2:right_y[2]<=out_y[counter_5_site];
        3:right_y[3]<=out_y[counter_5_site];
        4:right_y[4]<=out_y[counter_5_site];
        5:right_y[5]<=out_y[counter_5_site];
        default:right_y[0]<=out_y[0];
    endcase
    end
end
always @(posedge clk) begin
    if(reset)
        counter_6_judge<=0;
    else if(cur_st==JUDGE)
        counter_6_judge<=counter_6_judge+1;
    else if(cur_st==OUTPUT)
        counter_6_judge<=0;
end
always @(*) begin
    if(cur_st==CAL)begin
        case (counter_5_site)
            0: first_temp_x=out_x[1];
            1: first_temp_x=out_x[2];
            2: first_temp_x=out_x[3];
            3: first_temp_x=out_x[4];
            4: first_temp_x=out_x[5];
            default: first_temp_x=0;
        endcase
    end
    else if(cur_st==JUDGE)begin
        case (counter_6_judge)
            0:first_temp_x=right_x[1];
            1:first_temp_x=right_x[2];
            2:first_temp_x=right_x[3];
            3:first_temp_x=right_x[4];
            4:first_temp_x=right_x[5];
            5:first_temp_x=right_x[0];
            default:first_temp_x=0;
        endcase
    end
    else
        first_temp_x=0;
end
always @(*) begin
    if(cur_st==CAL)begin
        case(counter_5_site)
            0: first_temp_y=out_y[1];
            1: first_temp_y=out_y[2];
            2: first_temp_y=out_y[3];
            3: first_temp_y=out_y[4];
            4: first_temp_y=out_y[5];
            default: first_temp_y=0; 
        endcase 
    end
    else if(cur_st==JUDGE)begin
        case (counter_6_judge)
            0:first_temp_y=right_y[1];
            1:first_temp_y=right_y[2];
            2:first_temp_y=right_y[3];
            3:first_temp_y=right_y[4];
            4:first_temp_y=right_y[5];
            5:first_temp_y=right_y[0];
            default:first_temp_y=0;
        endcase
    end
    else
        first_temp_y=0;
end
always @(*) begin
    if(cur_st==JUDGE)begin
        case (counter_6_judge)
        0:end_temp_x=right_x[0];
        1:end_temp_x=right_x[1];
        2:end_temp_x=right_x[2];
        3:end_temp_x=right_x[3];
        4:end_temp_x=right_x[4];
        5:end_temp_x=right_x[5];
        default:end_temp_x=0;
        endcase
    end
    else end_temp_x=0;
end
always @(*) begin
    if(cur_st==JUDGE)begin
        case (counter_6_judge)
        0:end_temp_y=right_y[0];
        1:end_temp_y=right_y[1];
        2:end_temp_y=right_y[2];
        3:end_temp_y=right_y[3];
        4:end_temp_y=right_y[4];
        5:end_temp_y=right_y[5];
        default:end_temp_y=0;
        endcase
    end
    else end_temp_y=0;
end
always @(*) begin
    if(cur_st==CAL)begin
        curve_ans=curve(first_temp_x,first_temp_y,temp_x,temp_y,out_x[0],out_y[0]);
    end
    else if(cur_st==JUDGE)begin
        curve_ans=curve(dot_x,dot_y,first_temp_x,first_temp_y,end_temp_x,end_temp_y);
    end
    else curve_ans=0;
end
always @(posedge clk) begin
    if(reset)
        judge_ans<=0;
    else if(cur_st==JUDGE)begin
        if(curve_ans==1)
            judge_ans<=judge_ans+1;
    end
    else if(cur_st==READ)
        judge_ans<=0;
end
function curve;
input [9:0]Ax,Ay,Bx,By,Cx,Cy;
reg signed [10:0]dis_1,dis_2,dis_3,dis_4;
reg signed [22:0]mul_1,mul_2; 
begin
    dis_1=Ax-Cx;
    dis_2=Ay-Cy;
    dis_3=Bx-Cx;
    dis_4=By-Cy;
    mul_1=dis_1*dis_4;
    mul_2=dis_3*dis_2;
    if(mul_1>mul_2)
        curve=1; 
    else
        curve=0; 
end
endfunction
endmodule
==> /design/flow/run.sh <==
#!/bin/bash
# OpenROAD 26Q1-2900-gdf79404cd8, Yosys 0.63+post, stock flow scripts
make -C /OpenROAD-flow-scripts/flow DESIGN_CONFIG=/design/flow/config.mk WORK_HOME=/design/flow/orfs finish
==> /design/flow/config.mk <==
export PLATFORM = sky130hd
export DESIGN_NAME = geofence
export DESIGN_NICKNAME = geofence
export VERILOG_FILES = /design/flow/design.v
export SDC_FILE = /design/flow/constraint.sdc
export NUM_CORES = 4
export LEC_CHECK = 1
export CORE_UTILIZATION = 50
==> /design/flow/constraint.sdc <==
current_design geofence

set clk_period 26.2
set clk_io_pct 0.2

create_clock -name clk0 -period $clk_period [get_ports {clk}]

set non_clock_inputs [all_inputs -no_clocks]
set_input_delay [expr $clk_period * $clk_io_pct] -clock clk0 $non_clock_inputs
set_output_delay [expr $clk_period * $clk_io_pct] -clock clk0 [all_outputs]
==> ci_impl_report.md <==
### Yosys + OpenROAD results

| Metric | Value |
|---|---|
| Die x size | 275 um |
| Via density | 5.72 |
| Worst hold slack | 0.449 ns |
| Netlist Area Pre-Place | 37,400 um2 |
| Die height | 275 um |
| GR Util met2 | 0.450 |
| Crit path from | counter_5_site[3] |
| Drt pass-1 iters | 9 |
| Worst setup EP type | flop |
| M1 GR Usage | 0.458 |
| CP required | 26.57 ns |
| GRT overflow | 0 |
| Internal power | 798 uW |
| Routed wire length | 105,000 um |
| Later-pin clock latency in the skew report | 0.51 ns |
| Final antenna-violating net count | 0 |
| Clock transition at the registers of the reported paths | 0.06 ns |
| GP Congestion | 1.02 |
| Post-Syn Area per Cell | 9.28 um2 |
| Clock buffer depth | 3 |
| RSZ-0062 raised after global routing | no |
| # rows | 99 |
| Initial DRC Count | 2,070 |
| Highest achievable clock rate | 83.5 MHz |
| DP Wirelength | 82,900 um |
| Post-cts sizing count | 0 |
| Hold crit path type | flop to flop |
| Post-DR wirelength/cell | 21.2 um |
| Via count | 28,491 |
| Mapped Cells | 4,028 |
| Sw power | 193 uW |
| Switching Fraction | 0.195 |
| H-tree lvl count | 2 |
| Gr busiest metal | met1 |
| Vias in the first global route | 29,588 |
| Clk_skew | 0.00874 ns |
| Clock sink total | 291 |
| EDFF count, synth | 235 |
| FF-to-FF End | judge_ans[1] |
| Fin crit share | 0.457 |
| ANT cells | 0 |
| Slew Limit Fails | 0 |
| WP data arrival | 12.34 ns |
| YS chip area | 37,400 um2 |
| Slew @ Worst Pin | 1.02 ns |
| Post-synthesis sequential area ratio | 0.220 |
| Critical Path Fanout Max | 21 |
| Post-synthesis cell type count | 85 |
| Most frequent CP cell | fa_1 |
| Port bufs | 23 |
| Pwr dens | 24.8 nW/um2 |
| Maxcap violations | 0 |
| Setup TNS | 0 ns |
| Layout cell share with drive strength beyond 1 | 0.0557 |
| Final core utilization | 0.543 |
| Clk pwr share | 0.489 |
| Core area | 73,500 um2 |
| Floorplan core density | 0.509 |
| Ys flop type | edfxtp_1 |
| Initial antenna violation count | 1 |
| FF-to-FF Start | counter_5_site[3] |
| Cell total in the yosys stat output | 4,028 |
| Layout area overhead | 6.77% |
| GR Layer Usage met3 | 0.131 |
| Crit path kind | flop to flop |
| Maximum vdd ir drop | 0.0511 mV |
| CP max stage delay | 0.65 ns |
| Asr flop ratio synth | 0.0241 |
| GRT Overall Usage | 0.312 |
| Tmin final | 11.97 ns |
| Final-report hold violation count | 0 |
| CTS tree | done |
| Worst Setup EP | judge_ans[1] |
| Hold buffer count at cts | 0 |
| Flops & latches, synth | 291 |
| Power Total | 991 uW |
| DRC errors left | 0 |
| Worst Reg-to-Reg Cells | 41 |
| Status | completed |
| Setup bufs post-CTS | 0 |
| Final setup violation count | 0 |
| Startpoint types | flop |
| OpenROAD warnings | 42 |
| CTS Root Cell | clkbuf_16 |
| I/O Pins | 24 |
| Worst reg-to-reg setup slack | 14.23 ns |
| Global-route wire length before repair | 168,000 um |
| Worst rel slew slack | 0.318 |
| LEAKAGE | 0.0181 uW |
| Synth Warn # | 5 |
| Flop pwr share | 0.500 |
| Combinational Power Share | 0.011 |
| Largest net degree at the start of global routing | 52 |
| Critical-path cell with the highest stage delay | o31ai_2 |
| Clock buffer count from CTS | 35 |
| Die area | 75,800 um2 |
## cell usage in the layout, fill, tap and decap left out, drive strengths merged, types with 51 or more instances in the layout
cell / instances
inv: 691
buf: 81
xnor2: 101
fa: 480
edfxtp: 235
a222oi: 51
and2: 66
a22oi: 72
nand2: 438
nand3: 57
nor2: 287
mux2: 52
o21ai: 140
nor3: 99
ha: 334
a21oi: 176
## final cells by class
| cell class | count | area (um2) |
|---|---|---|
| fillers | 6570 | 33600 |
| multi-input cells | 2877 | 25900 |
| flip-flops and latches | 291 | 8220 |
| inverters | 692 | 2600 |
| well taps | 959 | 1200 |
| clock buffers | 46 | 970 |
| repair buffers | 104 | 838 |
| clock inverters | 15 | 175 |
## metal layers
layer / vias up / share of wire
li1: 13429 / -
met1: 13585 / 0.41
met2: 1276 / 0.44
met3: 197 / 0.11
met4: 4 / 0.037
met5: - / 0.00084
## per-stage QoR
step	std cells	setup slack [ns]	area (um2)
finish	4984	14.23	39900
detailed placement	4923	14.37	38800
global placement	4923	14.46	38800
global route	4984	13.56	39900
CTS	4984	14.32	39900
floorplan	4028	16.13	37400
## critical path: cells and delay by family (launching register included)
kind / cells / cell delay, ns
simple gates: 10 / 2.32
compound gates: 16 / 4.24
buf+inv: 6 / 0.81
flops: 1 / 0.38
fa+ha+maj: 9 / 4.05
## Yosys cell counts, drive strengths merged (66+ instances only)
cell    number  area share
nand2      438       0.044
a22oi       72       0.014
o21ai      140       0.019
inv        690       0.069
nor2       287       0.029
a21oi      176       0.024
and2        66       0.011
clkbuf     136       0.014
xnor2      101       0.024
edfxtp     235        0.19
fa         480        0.26
nor3        99       0.013
ha         334        0.11
## registers in the layout, summed over array words and instances (netlist names), named ones only
register / count
counter_pos: 3
counter_7_read: 4
dot_x: 10
counter_5_site: 4
cur_st: 7
counter_6_judge: 3
out_x: 60
counter_4: 2
judge_ans: 3
right_y: 60
right_x: 60
out_y: 60
dot_y: 10
## how the worst min path moves through the flow
| stage | slack [ns] | endpoint | from | cells after the start |
|---|---|---|---|---|
| global route | 0.46 | right_x[0][6] | out_x[0][6] | 0 |
| finish | 0.45 | right_x[0][2] | out_x[0][2] | 0 |
| CTS | 0.45 | right_x[0][2] | out_x[0][2] | 0 |
## power by group through the flow
| stage | clock [uW] | combinational, uW | sequential [uW] |
|---|---|---|---|
| 6_report | 484 | 10.8 | 496 |
| 4_1_cts | 490 | 10.8 | 496 |
| 5_1_grt | 509 | 11.3 | 496 |
## logic make-up after synthesis
logic type      share of synthesized area
flops                               0.220
buf+inv                            0.0876
fa+ha+maj                           0.369
compound gates                      0.139
xor+xnor                           0.0345
simple gates                        0.134
mux                                0.0162
Power is estimated from default activity; no workload was simulated.
